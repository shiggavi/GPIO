==> /design/flow/design.v <==
package prim_otp_pkg;
  parameter int CmdWidth = 7;
  parameter int ErrWidth = 3;
  typedef enum logic [CmdWidth-1:0] {
    Read     = 7'b1000101,
    Write    = 7'b0110111,
    ReadRaw  = 7'b1111001,
    WriteRaw = 7'b1100010,
    Init     = 7'b0101100
  } cmd_e;
  typedef enum logic [ErrWidth-1:0] {
    NoError              = 3'h0,
    MacroError           = 3'h1,
    MacroEccCorrError    = 3'h2,
    MacroEccUncorrError  = 3'h3,
    MacroWriteBlankError = 3'h4
  } err_e;
endpackage : prim_otp_pkg
package prim_subreg_pkg;
  typedef enum logic [2:0] {
    SwAccessRW  = 3'd0,  
    SwAccessRO  = 3'd1,  
    SwAccessWO  = 3'd2,  
    SwAccessW1C = 3'd3,  
    SwAccessW1S = 3'd4,  
    SwAccessW0C = 3'd5,  
    SwAccessRC  = 3'd6   
  } sw_access_e;
endpackage
package gpio_pkg;
  typedef struct packed {
    logic        valid;
    logic [31:0] data;
  } gpio_straps_t;
endpackage : gpio_pkg
module prim_secded_inv_hamming_76_68_dec (
  input        [75:0] data_i,
  output logic [67:0] data_o,
  output logic [7:0] syndrome_o,
  output logic [1:0] err_o
);
  always_comb begin : p_encode
    syndrome_o[0] = ^((data_i ^ 76'hAA00000000000000000) & 76'h01AAB55555556AAAD5B);
    syndrome_o[1] = ^((data_i ^ 76'hAA00000000000000000) & 76'h02CCD9999999B33366D);
    syndrome_o[2] = ^((data_i ^ 76'hAA00000000000000000) & 76'h040F1E1E1E1E3C3C78E);
    syndrome_o[3] = ^((data_i ^ 76'hAA00000000000000000) & 76'h08F01FE01FE03FC07F0);
    syndrome_o[4] = ^((data_i ^ 76'hAA00000000000000000) & 76'h10001FFFE0003FFF800);
    syndrome_o[5] = ^((data_i ^ 76'hAA00000000000000000) & 76'h20001FFFFFFFC000000);
    syndrome_o[6] = ^((data_i ^ 76'hAA00000000000000000) & 76'h40FFE00000000000000);
    syndrome_o[7] = ^((data_i ^ 76'hAA00000000000000000) & 76'hFFFFFFFFFFFFFFFFFFF);
    data_o[0] = (syndrome_o == 8'h83) ^ data_i[0];
    data_o[1] = (syndrome_o == 8'h85) ^ data_i[1];
    data_o[2] = (syndrome_o == 8'h86) ^ data_i[2];
    data_o[3] = (syndrome_o == 8'h87) ^ data_i[3];
    data_o[4] = (syndrome_o == 8'h89) ^ data_i[4];
    data_o[5] = (syndrome_o == 8'h8a) ^ data_i[5];
    data_o[6] = (syndrome_o == 8'h8b) ^ data_i[6];
    data_o[7] = (syndrome_o == 8'h8c) ^ data_i[7];
    data_o[8] = (syndrome_o == 8'h8d) ^ data_i[8];
    data_o[9] = (syndrome_o == 8'h8e) ^ data_i[9];
    data_o[10] = (syndrome_o == 8'h8f) ^ data_i[10];
    data_o[11] = (syndrome_o == 8'h91) ^ data_i[11];
    data_o[12] = (syndrome_o == 8'h92) ^ data_i[12];
    data_o[13] = (syndrome_o == 8'h93) ^ data_i[13];
    data_o[14] = (syndrome_o == 8'h94) ^ data_i[14];
    data_o[15] = (syndrome_o == 8'h95) ^ data_i[15];
    data_o[16] = (syndrome_o == 8'h96) ^ data_i[16];
    data_o[17] = (syndrome_o == 8'h97) ^ data_i[17];
    data_o[18] = (syndrome_o == 8'h98) ^ data_i[18];
    data_o[19] = (syndrome_o == 8'h99) ^ data_i[19];
    data_o[20] = (syndrome_o == 8'h9a) ^ data_i[20];
    data_o[21] = (syndrome_o == 8'h9b) ^ data_i[21];
    data_o[22] = (syndrome_o == 8'h9c) ^ data_i[22];
    data_o[23] = (syndrome_o == 8'h9d) ^ data_i[23];
    data_o[24] = (syndrome_o == 8'h9e) ^ data_i[24];
    data_o[25] = (syndrome_o == 8'h9f) ^ data_i[25];
    data_o[26] = (syndrome_o == 8'ha1) ^ data_i[26];
    data_o[27] = (syndrome_o == 8'ha2) ^ data_i[27];
    data_o[28] = (syndrome_o == 8'ha3) ^ data_i[28];
    data_o[29] = (syndrome_o == 8'ha4) ^ data_i[29];
    data_o[30] = (syndrome_o == 8'ha5) ^ data_i[30];
    data_o[31] = (syndrome_o == 8'ha6) ^ data_i[31];
    data_o[32] = (syndrome_o == 8'ha7) ^ data_i[32];
    data_o[33] = (syndrome_o == 8'ha8) ^ data_i[33];
    data_o[34] = (syndrome_o == 8'ha9) ^ data_i[34];
    data_o[35] = (syndrome_o == 8'haa) ^ data_i[35];
    data_o[36] = (syndrome_o == 8'hab) ^ data_i[36];
    data_o[37] = (syndrome_o == 8'hac) ^ data_i[37];
    data_o[38] = (syndrome_o == 8'had) ^ data_i[38];
    data_o[39] = (syndrome_o == 8'hae) ^ data_i[39];
    data_o[40] = (syndrome_o == 8'haf) ^ data_i[40];
    data_o[41] = (syndrome_o == 8'hb0) ^ data_i[41];
    data_o[42] = (syndrome_o == 8'hb1) ^ data_i[42];
    data_o[43] = (syndrome_o == 8'hb2) ^ data_i[43];
    data_o[44] = (syndrome_o == 8'hb3) ^ data_i[44];
    data_o[45] = (syndrome_o == 8'hb4) ^ data_i[45];
    data_o[46] = (syndrome_o == 8'hb5) ^ data_i[46];
    data_o[47] = (syndrome_o == 8'hb6) ^ data_i[47];
    data_o[48] = (syndrome_o == 8'hb7) ^ data_i[48];
    data_o[49] = (syndrome_o == 8'hb8) ^ data_i[49];
    data_o[50] = (syndrome_o == 8'hb9) ^ data_i[50];
    data_o[51] = (syndrome_o == 8'hba) ^ data_i[51];
    data_o[52] = (syndrome_o == 8'hbb) ^ data_i[52];
    data_o[53] = (syndrome_o == 8'hbc) ^ data_i[53];
    data_o[54] = (syndrome_o == 8'hbd) ^ data_i[54];
    data_o[55] = (syndrome_o == 8'hbe) ^ data_i[55];
    data_o[56] = (syndrome_o == 8'hbf) ^ data_i[56];
    data_o[57] = (syndrome_o == 8'hc1) ^ data_i[57];
    data_o[58] = (syndrome_o == 8'hc2) ^ data_i[58];
    data_o[59] = (syndrome_o == 8'hc3) ^ data_i[59];
    data_o[60] = (syndrome_o == 8'hc4) ^ data_i[60];
    data_o[61] = (syndrome_o == 8'hc5) ^ data_i[61];
    data_o[62] = (syndrome_o == 8'hc6) ^ data_i[62];
    data_o[63] = (syndrome_o == 8'hc7) ^ data_i[63];
    data_o[64] = (syndrome_o == 8'hc8) ^ data_i[64];
    data_o[65] = (syndrome_o == 8'hc9) ^ data_i[65];
    data_o[66] = (syndrome_o == 8'hca) ^ data_i[66];
    data_o[67] = (syndrome_o == 8'hcb) ^ data_i[67];
    err_o[0] = syndrome_o[7];
    err_o[1] = |syndrome_o[6:0] & ~syndrome_o[7];
  end
endmodule : prim_secded_inv_hamming_76_68_dec
==> /design/flow/run.sh <==
#!/bin/bash
# OpenROAD 26Q1-2900-gdf79404cd8, Yosys 0.63+post, stock flow scripts
make -C /OpenROAD-flow-scripts/flow DESIGN_CONFIG=/design/flow/config.mk WORK_HOME=/design/flow/orfs finish
==> /design/flow/config.mk <==
export PLATFORM = sky130hd
export DESIGN_NAME = prim_secded_inv_hamming_76_68_dec
export DESIGN_NICKNAME = prim_secded_inv_hamming_76_68_dec
export VERILOG_FILES = /design/flow/design.v
export SDC_FILE = /design/flow/constraint.sdc
export NUM_CORES = 4
export LEC_CHECK = 1
export CORE_UTILIZATION = 30
==> /design/flow/constraint.sdc <==
current_design prim_secded_inv_hamming_76_68_dec

set clk_period 6.9
set clk_io_pct 0.2

create_clock -name clk0 -period $clk_period

set non_clock_inputs [all_inputs -no_clocks]
set_input_delay [expr $clk_period * $clk_io_pct] -clock clk0 $non_clock_inputs
set_output_delay [expr $clk_period * $clk_io_pct] -clock clk0 [all_outputs]
==> ci_impl_report.md <==
## Synthesis and layout report

| Metric | Value |
|---|---|
| Status | `completed` |
| Data required, critical path | `5.52 ns` |
| Gate Count Post-Synth | `326` |
| First-pass GRT wire length | `16240 um` |
| Commonest non-fill, non-tap cell in the layout | `clkdlybuf4s50_1` |
| Min Tclk post-route | `6.611 ns` |
| Placed cell area | `0.004817 mm2` |
| Hold path startpoint | `data_i[60]` |
| Worst-Margin Slew | `0.5456 ns` |
| Ports | `154` |
| Worst path bufs/invs | `2` |
| PD cells | `483.0 mW/mm2` |
| Maxcap violations | `0` |
| Die Wd | `103.6 um` |
| Maximum VDD drop | `0.6924 mV` |
| GPL Wtd Cong | `0.8991` |
| Cts hold-fix bufs | `0` |
| Fin util | `0.4861` |
| Initial antenna violation count | `0` |
| Crit path DAT | `5.23 ns` |
| Largest net degree at the start of global routing | `52` |
| Final setup margin | `0.2886 ns` |
| DRC | `0` |
| Critical path's top delay family | `XOR/XNOR gates` |
| Crit. End Element | `primary output` |
| Num sequential | `0` |
| Iter 0 DRT Violations | `121` |
| Crit Path Class | `primary input to primary output` |
| Max Slew Vio Count | `0` |
| Slew HR | `0.6350` |
| Vias in the first global route | `2814` |
| Area grow syn2layout | `55.62%` |
| Min-Delay Endpoint | `data_o[60]` |
| Fmax | `0.1513 GHz` |
| Drt first pass iters | `4` |
| YS chip area | `0.003095 mm2` |
| Hold Crit Class | `primary input to primary output` |
| Via Count | `2763` |
| Critical path's most frequent cell | `xnor3_1` |
| Fp util | `0.3124` |
| Synth cell types | `28` |
| Core Area | `0.009910 mm2` |
| Vias per inst | `4.559` |
| Fin crit share | `0.9582` |
| Number of fill cells | `946` |
| Worst slack, placed | `0.2190 ns` |
| Post-synthesis average cell area | `9.495 um2` |
| Final Hold Viols | `0` |
| Post-Route WL | `10570 um` |
| Max FO, Critical Path | `7` |
| Sequential area share after synthesis | `0` |
| Post-CTS repair timing setup buffer count | `0` |
| Clock buffer cells | `0` |
| Post-route cell area | `0.004817 mm2` |
| Tool warnings | `32` |
| Final Setup Violations | `0` |
| Post-DP HPWL | `9003 um` |
| Slowest Stage Delay on Critical Path | `0.61 ns` |
| Hold-critical path depth | `3` |
| Mapped Area | `0.003095 mm2` |
| Logic area | `0.003004 mm2` |
| Ys cells | `326` |
| PostCTS Resize Cnt | `0` |
| PortBufs | `154` |
| Leak pwr | `1.883 nW` |
| Row cnt | `36` |
| Total gr overflow | `0` |
| Die Y | `103.6 um` |
| Synth warn | `1` |
| Worst path slowest cell | `clkdlybuf4s50_1` |
| RSZ-0062 raised after global routing | `false` |
| Dominant logic cell types in the final layout | `clkdlybuf4s50_1, xnor2_1, xor2_1, nor3_2, nor3_1` |
| CP startpoint kind | `primary input` |
| Total GRT Usage | `0.2003` |
| Ratio of cells with drive above 1 in the final layout | `0.1121` |
| ANT cells | `0` |
| Post-DRT Antenna Nets | `0` |
| Setup TNS | `0 ns` |
| CP cell instances | `clkdlybuf4s50_1, xnor3_1, xor2_2, xnor3_1, xnor3_1, nor2b_1, nand2_1, nor3_1, xor2_1, clkdlybuf4s50_1` |
| Register area | `0 um2` |
| Routed WL per cell | `17.45 um` |
| Chip area | `0.01073 mm2` |
-- per-layer routing --
metal  track usage  wire (um)
met2        0.3485       5211
met3       0.04295        720
met1        0.2721       4643
met4      0.004141          0
met5             0          0
-- cells in the mapped netlist (all sizes together) --
cell	number	area, um2
xnor2	85	789.5
xor2	79	699.4
nor3	57	440.4
xnor3	26	586.8
nand2	16	60.06
buf	13	92.59
nand3	8	40.04
and2	6	37.54
nor3b	5	37.54
xor3	5	118.9
nor2	4	15.01
nor2b	4	25.02
clkbuf	3	11.26
nand2b	3	18.77
nand3b	3	22.52
nor4	3	37.54
a31oi	2	25.02
mux2i	2	20.02
mux2	1	11.26
or2	1	6.260
-- layout make-up --
cell class	instances	area share
multi-input cells	310	0.6236
repair buffers	163	0.3418
well taps	133	0.03455
-- metrics by stage --
step | total power [W] | hold WS, ns | std cells
2_1_floorplan | 0.001470 | 2.789 | 326
3_3_place_gp | 0.002323 | 3.732 | 606
3_5_place_dp | 0.002320 | 3.737 | 606
4_1_cts | 0.002329 | 3.742 | 606
5_1_grt | 0.002476 | 3.764 | 606
6_report | 0.002327 | 3.739 | 606
-- kinds of logic (layout without fill, tap and decap cells) --
family	Yosys count	count (layout)	share of synthesized area
AND-OR/OR-AND	2	2	0.008083
XOR/XNOR	195	195	0.7090
buffers and inverters	16	163	0.03355
multiplexers	3	3	0.01011
AND/OR/NAND/NOR	110	110	0.2393
-- report_power, final --
| part | internal (W) | switching [W] |
|---|---|---|
| logic | 0.00106 | 0.00126 |
| clock network | 0 | 0 |
| registers | 0 | 0 |
| total | 0.00106 | 0.00126 |
-- worst max path at each step --
| stage | cells past startpoint | slack [ns] | from | to |
|---|---|---|---|---|
| 4_1_cts | 10 | 0.20 | data_i[65] | data_o[6] |
| 5_1_grt | 10 | 0.004 | data_i[65] | data_o[6] |
| 6_report | 10 | 0.29 | data_i[25] | data_o[61] |
No activity file was given, so power comes from the tool's default toggle rates.
