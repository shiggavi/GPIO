==> /design/flow/design.v <==
package prim_otp_pkg;
  parameter int CmdWidth = 7;
  parameter int ErrWidth = 3;
  typedef enum logic [CmdWidth-1:0] {
    Read     = 7'b1000101,
    Write    = 7'b0110111,
    ReadRaw  = 7'b1111001,
    WriteRaw = 7'b1100010,
    Init     = 7'b0101100
  } cmd_e;
  typedef enum logic [ErrWidth-1:0] {
    NoError              = 3'h0,
    MacroError           = 3'h1,
    MacroEccCorrError    = 3'h2,
    MacroEccUncorrError  = 3'h3,
    MacroWriteBlankError = 3'h4
  } err_e;
endpackage : prim_otp_pkg
package prim_subreg_pkg;
  typedef enum logic [2:0] {
    SwAccessRW  = 3'd0,  
    SwAccessRO  = 3'd1,  
    SwAccessWO  = 3'd2,  
    SwAccessW1C = 3'd3,  
    SwAccessW1S = 3'd4,  
    SwAccessW0C = 3'd5,  
    SwAccessRC  = 3'd6   
  } sw_access_e;
endpackage
package gpio_pkg;
  typedef struct packed {
    logic        valid;
    logic [31:0] data;
  } gpio_straps_t;
endpackage : gpio_pkg
module prim_secded_inv_72_64_dec (
  input        [71:0] data_i,
  output logic [63:0] data_o,
  output logic [7:0] syndrome_o,
  output logic [1:0] err_o
);
  always_comb begin : p_encode
    syndrome_o[0] = ^((data_i ^ 72'hAA0000000000000000) & 72'h01B9000000001FFFFF);
    syndrome_o[1] = ^((data_i ^ 72'hAA0000000000000000) & 72'h025E00000FFFE0003F);
    syndrome_o[2] = ^((data_i ^ 72'hAA0000000000000000) & 72'h0467003FF003E007C1);
    syndrome_o[3] = ^((data_i ^ 72'hAA0000000000000000) & 72'h08CD0FC0F03C207842);
    syndrome_o[4] = ^((data_i ^ 72'hAA0000000000000000) & 72'h10B671C711C4438884);
    syndrome_o[5] = ^((data_i ^ 72'hAA0000000000000000) & 72'h20B5B65926488C9108);
    syndrome_o[6] = ^((data_i ^ 72'hAA0000000000000000) & 72'h40CBDAAA4A91152210);
    syndrome_o[7] = ^((data_i ^ 72'hAA0000000000000000) & 72'h807AED348D221A4420);
    data_o[0] = (syndrome_o == 8'h7) ^ data_i[0];
    data_o[1] = (syndrome_o == 8'hb) ^ data_i[1];
    data_o[2] = (syndrome_o == 8'h13) ^ data_i[2];
    data_o[3] = (syndrome_o == 8'h23) ^ data_i[3];
    data_o[4] = (syndrome_o == 8'h43) ^ data_i[4];
    data_o[5] = (syndrome_o == 8'h83) ^ data_i[5];
    data_o[6] = (syndrome_o == 8'hd) ^ data_i[6];
    data_o[7] = (syndrome_o == 8'h15) ^ data_i[7];
    data_o[8] = (syndrome_o == 8'h25) ^ data_i[8];
    data_o[9] = (syndrome_o == 8'h45) ^ data_i[9];
    data_o[10] = (syndrome_o == 8'h85) ^ data_i[10];
    data_o[11] = (syndrome_o == 8'h19) ^ data_i[11];
    data_o[12] = (syndrome_o == 8'h29) ^ data_i[12];
    data_o[13] = (syndrome_o == 8'h49) ^ data_i[13];
    data_o[14] = (syndrome_o == 8'h89) ^ data_i[14];
    data_o[15] = (syndrome_o == 8'h31) ^ data_i[15];
    data_o[16] = (syndrome_o == 8'h51) ^ data_i[16];
    data_o[17] = (syndrome_o == 8'h91) ^ data_i[17];
    data_o[18] = (syndrome_o == 8'h61) ^ data_i[18];
    data_o[19] = (syndrome_o == 8'ha1) ^ data_i[19];
    data_o[20] = (syndrome_o == 8'hc1) ^ data_i[20];
    data_o[21] = (syndrome_o == 8'he) ^ data_i[21];
    data_o[22] = (syndrome_o == 8'h16) ^ data_i[22];
    data_o[23] = (syndrome_o == 8'h26) ^ data_i[23];
    data_o[24] = (syndrome_o == 8'h46) ^ data_i[24];
    data_o[25] = (syndrome_o == 8'h86) ^ data_i[25];
    data_o[26] = (syndrome_o == 8'h1a) ^ data_i[26];
    data_o[27] = (syndrome_o == 8'h2a) ^ data_i[27];
    data_o[28] = (syndrome_o == 8'h4a) ^ data_i[28];
    data_o[29] = (syndrome_o == 8'h8a) ^ data_i[29];
    data_o[30] = (syndrome_o == 8'h32) ^ data_i[30];
    data_o[31] = (syndrome_o == 8'h52) ^ data_i[31];
    data_o[32] = (syndrome_o == 8'h92) ^ data_i[32];
    data_o[33] = (syndrome_o == 8'h62) ^ data_i[33];
    data_o[34] = (syndrome_o == 8'ha2) ^ data_i[34];
    data_o[35] = (syndrome_o == 8'hc2) ^ data_i[35];
    data_o[36] = (syndrome_o == 8'h1c) ^ data_i[36];
    data_o[37] = (syndrome_o == 8'h2c) ^ data_i[37];
    data_o[38] = (syndrome_o == 8'h4c) ^ data_i[38];
    data_o[39] = (syndrome_o == 8'h8c) ^ data_i[39];
    data_o[40] = (syndrome_o == 8'h34) ^ data_i[40];
    data_o[41] = (syndrome_o == 8'h54) ^ data_i[41];
    data_o[42] = (syndrome_o == 8'h94) ^ data_i[42];
    data_o[43] = (syndrome_o == 8'h64) ^ data_i[43];
    data_o[44] = (syndrome_o == 8'ha4) ^ data_i[44];
    data_o[45] = (syndrome_o == 8'hc4) ^ data_i[45];
    data_o[46] = (syndrome_o == 8'h38) ^ data_i[46];
    data_o[47] = (syndrome_o == 8'h58) ^ data_i[47];
    data_o[48] = (syndrome_o == 8'h98) ^ data_i[48];
    data_o[49] = (syndrome_o == 8'h68) ^ data_i[49];
    data_o[50] = (syndrome_o == 8'ha8) ^ data_i[50];
    data_o[51] = (syndrome_o == 8'hc8) ^ data_i[51];
    data_o[52] = (syndrome_o == 8'h70) ^ data_i[52];
    data_o[53] = (syndrome_o == 8'hb0) ^ data_i[53];
    data_o[54] = (syndrome_o == 8'hd0) ^ data_i[54];
    data_o[55] = (syndrome_o == 8'he0) ^ data_i[55];
    data_o[56] = (syndrome_o == 8'h6d) ^ data_i[56];
    data_o[57] = (syndrome_o == 8'hd6) ^ data_i[57];
    data_o[58] = (syndrome_o == 8'h3e) ^ data_i[58];
    data_o[59] = (syndrome_o == 8'hcb) ^ data_i[59];
    data_o[60] = (syndrome_o == 8'hb3) ^ data_i[60];
    data_o[61] = (syndrome_o == 8'hb5) ^ data_i[61];
    data_o[62] = (syndrome_o == 8'hce) ^ data_i[62];
    data_o[63] = (syndrome_o == 8'h79) ^ data_i[63];
    err_o[0] = ^syndrome_o;
    err_o[1] = ~err_o[0] & (|syndrome_o);
  end
endmodule : prim_secded_inv_72_64_dec
==> /design/flow/run.sh <==
#!/bin/bash
# OpenROAD 26Q1-2900-gdf79404cd8, Yosys 0.63+post, stock flow scripts
make -C /OpenROAD-flow-scripts/flow DESIGN_CONFIG=/design/flow/config.mk WORK_HOME=/design/flow/orfs finish
==> /design/flow/config.mk <==
export PLATFORM = sky130hd
export DESIGN_NAME = prim_secded_inv_72_64_dec
export DESIGN_NICKNAME = prim_secded_inv_72_64_dec
export VERILOG_FILES = /design/flow/design.v
export SDC_FILE = /design/flow/constraint.sdc
export NUM_CORES = 4
export LEC_CHECK = 1
export CORE_UTILIZATION = 50
==> /design/flow/constraint.sdc <==
current_design prim_secded_inv_72_64_dec

set clk_period 4.9
set clk_io_pct 0.2

create_clock -name clk0 -period $clk_period

set non_clock_inputs [all_inputs -no_clocks]
set_input_delay [expr $clk_period * $clk_io_pct] -clock clk0 $non_clock_inputs
set_output_delay [expr $clk_period * $clk_io_pct] -clock clk0 [all_outputs]
==> impl_metrics.env <==
# yosys + openroad results
export IMPL_run_status="did not finish"
export IMPL_lastStage="3_5_place_dp"
export IMPL_firstError="[ERROR DPL-0036] Detailed placement failed."
export IMPL_placementRows=25
export IMPL_syn_instance_count=322
export IMPL_ioPinCount=146
export IMPL_core_util_floorplan=0.537
export IMPL_die_height_um=74.4
export IMPL_io_buffers=146
export IMPL_gp_congestion=1.03
export IMPL_yosys_warnings=1
export IMPL_syn_cell_area_um2=2620
export IMPL_ys_area_um2=2620
export IMPL_ys_cells=322
export IMPL_ys_seq_share=0
export IMPL_yosys_cell_types_count=28
export IMPL_synth_area_per_cell_um2=8.13
export IMPL_die_w_um=74.4
==> stage by stage <==
stage	total power [mW]	setup TNS [ns]
after global placement	3.18	-19.65
after floorplan	1.43	0
==> Yosys cell counts, drive strengths merged <==
library cell | number | area [um^2]
xnor2 | 138 | 1230
xor2 | 51 | 447
nand3 | 29 | 145
nor2 | 28 | 115
nand2 | 13 | 48.8
xnor3 | 11 | 249
ha | 10 | 125
clkbuf | 8 | 30.0
inv | 8 | 32.5
nor3b | 4 | 35.0
and3 | 3 | 18.8
buf | 3 | 11.3
nand4b | 3 | 26.3
and2 | 2 | 12.5
nand4 | 2 | 12.5
nor4 | 2 | 12.5
a21oi | 1 | 5.00
nand2b | 1 | 6.26
nor3 | 1 | 5.00
nor4b | 1 | 8.76
or4 | 1 | 7.51
or4b | 1 | 13.8
xor3 | 1 | 23.8
==> kinds of logic after synthesis <==
| logic type | Yosys count | synth area share |
|---|---|---|
| XOR/XNOR | 201 | 0.743 |
| AND/OR/NAND/NOR | 91 | 0.179 |
| buffers and inverters | 19 | 0.0282 |
| adder cells (fa/ha/maj) | 10 | 0.0478 |
| AND-OR/OR-AND | 1 | 0.00191 |
Power and IR drop assume default switching activity.
