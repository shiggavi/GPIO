$ cat design/flow/run.sh
#!/bin/bash
# OpenROAD 26Q1-2900-gdf79404cd8, Yosys 0.63+post, stock flow scripts
make -C /OpenROAD-flow-scripts/flow DESIGN_CONFIG=/design/flow/config.mk WORK_HOME=/design/flow/orfs finish
$ cat design/flow/config.mk
export PLATFORM = sky130hd
export DESIGN_NAME = gpio_apb_top
export DESIGN_NICKNAME = gpio_apb_top
export VERILOG_FILES = /design/flow/design.v
export SDC_FILE = /design/flow/constraint.sdc
export NUM_CORES = 4
export LEC_CHECK = 1
export CORE_UTILIZATION = 40
$ cat design/flow/constraint.sdc
current_design gpio_apb_top

set clk_period 9.6
set clk_io_pct 0.2

create_clock -name clk0 -period $clk_period [get_ports {PCLK}]

set non_clock_inputs [all_inputs -no_clocks]
set_input_delay [expr $clk_period * $clk_io_pct] -clock clk0 $non_clock_inputs
set_output_delay [expr $clk_period * $clk_io_pct] -clock clk0 [all_outputs]
$ cat design/flow/design.v
package prim_otp_pkg;
  parameter int CmdWidth = 7;
  parameter int ErrWidth = 3;
  typedef enum logic [CmdWidth-1:0] {
    Read     = 7'b1000101,
    Write    = 7'b0110111,
    ReadRaw  = 7'b1111001,
    WriteRaw = 7'b1100010,
    Init     = 7'b0101100
  } cmd_e;
  typedef enum logic [ErrWidth-1:0] {
    NoError              = 3'h0,
    MacroError           = 3'h1,
    MacroEccCorrError    = 3'h2,
    MacroEccUncorrError  = 3'h3,
    MacroWriteBlankError = 3'h4
  } err_e;
endpackage : prim_otp_pkg
package prim_subreg_pkg;
  typedef enum logic [2:0] {
    SwAccessRW  = 3'd0,  
    SwAccessRO  = 3'd1,  
    SwAccessWO  = 3'd2,  
    SwAccessW1C = 3'd3,  
    SwAccessW1S = 3'd4,  
    SwAccessW0C = 3'd5,  
    SwAccessRC  = 3'd6   
  } sw_access_e;
endpackage
package gpio_pkg;
  typedef struct packed {
    logic        valid;
    logic [31:0] data;
  } gpio_straps_t;
endpackage : gpio_pkg
`timescale 1ns/1ps
module prim_flop_2sync #(
    parameter integer Width = 1        
) (
    input               clk_i,        
    input               rst_ni,       
    input  [Width-1:0]  d_i,          
    output reg [Width-1:0] q_o        
);
  reg [Width-1:0] ff0;
  always @(posedge clk_i or negedge rst_ni) begin
    if (!rst_ni) begin
      ff0 <= {Width{1'b0}};          
      q_o <= {Width{1'b0}};          
    end else begin
      ff0 <= d_i;                    
      q_o <= ff0;                    
    end
  end
endmodule
module prim_filter_ctr #(
    parameter bit     AsyncOn   = 1'b1,  
    parameter integer CntWidth = 2       
) (
    input                  clk_i,        
    input                  rst_ni,       
    input                  enable_i,     
    input                  filter_i,     
    input  [CntWidth-1:0]  thresh_i,     
    output                 filter_o      
);
  wire filt_s;
  reg  [CntWidth-1:0] diff_q;
  reg                 filt_q;
  reg                 stored_q;
  wire [CntWidth-1:0] diff_d;
  generate
    if (AsyncOn) begin
      prim_flop_2sync #(.Width(1)) sync0 (
        .clk_i  (clk_i),
        .rst_ni (rst_ni),
        .d_i    (filter_i),
        .q_o    (filt_s)
      );
    end else begin
      assign filt_s = filter_i;         
    end
  endgenerate
  always @(posedge clk_i or negedge rst_ni) begin
    if (!rst_ni)      filt_q <= 1'b0;  
    else              filt_q <= filt_s;
  end
  assign diff_d = (filt_s != filt_q) ? {CntWidth{1'b0}} :
                  (diff_q >= thresh_i)    ? thresh_i    :
                                            diff_q + 1;
  always @(posedge clk_i or negedge rst_ni) begin
    if (!rst_ni)      diff_q <= {CntWidth{1'b0}};  
    else              diff_q <= diff_d;
  end
  always @(posedge clk_i or negedge rst_ni) begin
    if (!rst_ni)            stored_q <= 1'b0;      
    else if (diff_d == thresh_i)
                            stored_q <= filt_s;    
  end
  assign filter_o = enable_i ? stored_q : filt_s;
endmodule
module gpio_apb #(
    parameter bit AsyncOn               = 1'b1,   
    parameter ADDR_IN                   = 6'h00,  
    parameter ADDR_DIRECT_OUT           = 6'h04,  
    parameter ADDR_MASKED_OUT_LOWER     = 6'h08,  
    parameter ADDR_MASKED_OUT_UPPER     = 6'h0C,  
    parameter ADDR_DIR                  = 6'h10,  
    parameter ADDR_IE                   = 6'h14,  
    parameter ADDR_EDGE                 = 6'h18,  
    parameter ADDR_IFG                  = 6'h1C,  
    parameter ADDR_STRAP_VALID          = 6'h20,  
    parameter ADDR_STRAP_DATA           = 6'h24,  
    parameter ADDR_FILT_EN              = 6'h28,  
    parameter ADDR_FILT_TH0             = 6'h2C,  
    parameter ADDR_FILT_TH1             = 6'h30,  
    parameter ADDR_FILT_TH2             = 6'h34,  
    parameter ADDR_FILT_TH3             = 6'h38   
) (
    input         PCLK,               
    input         PRESETn,            
    input         stall,              
    input         err,                
    input         PSEL,               
    input         PENABLE,            
    input         PWRITE,             
    input  [5:0]  PADDR,              
    input  [31:0] PWDATA,             
    output reg [31:0] PRDATA,         
    output reg        PREADY,         
    output reg        PSLVERR,        
    input  [31:0] gpio_in,            
    input         strap_en,           
    output reg [31:0] gpio_out,       
    output reg [31:0] gpio_dir,       
    output        irq,                
    output reg    strap_sample_valid, 
    output reg [31:0] strap_sample_data  
);
  reg [31:0] r_in_d;                 
  reg [31:0] r_out;                  
  reg [31:0] r_dir;                  
  reg [31:0] r_ie;                   
  reg [31:0] r_edge;                 
  reg [31:0] r_ifg;                  
  reg [31:0] r_filt_en;              
  reg [127:0] r_filt_thresh;         
  reg        strap_done;             
  reg        ready_q;                
  wire write_en = PSEL & PENABLE & PWRITE;
  wire read_en  = PSEL & PENABLE & ~PWRITE;
  always @(posedge PCLK or negedge PRESETn) begin
    if (!PRESETn) ready_q <= 1'b1;
    else          ready_q <= ~stall;
  end
  always @(posedge PCLK or negedge PRESETn) begin
    if (!PRESETn) begin
      PREADY  <= 1'b1;              
      PSLVERR <= 1'b0;              
    end else begin
      PREADY  <= ready_q;           
      PSLVERR <= err;               
    end
  end
  wire [31:0] gpio_in_filtered;
  genvar gi;
  generate
    for (gi = 0; gi < 32; gi = gi+1) begin : FILTER
      prim_filter_ctr #(
        .AsyncOn  (AsyncOn),
        .CntWidth (4)              
      ) u_filt (
        .clk_i     (PCLK),
        .rst_ni    (PRESETn),
        .enable_i  (r_filt_en[gi]),
        .filter_i  (gpio_in[gi]),
        .thresh_i  (r_filt_thresh[gi*4 +:4]),
        .filter_o  (gpio_in_filtered[gi])
      );
    end
  endgenerate
  always @(posedge PCLK or negedge PRESETn) begin
    if (!PRESETn)      r_in_d <= 32'd0;
    else               r_in_d <= gpio_in_filtered;
  end
  always @(posedge PCLK or negedge PRESETn) begin
    if (!PRESETn) begin
      strap_done         <= 1'b0;
      strap_sample_valid <= 1'b0;
      strap_sample_data  <= 32'd0;
    end else if (strap_en && !strap_done) begin
      strap_sample_valid <= 1'b1;   
      strap_sample_data  <= gpio_in;
      strap_done         <= 1'b1;   
    end else if (write_en && PADDR == ADDR_STRAP_VALID) begin
      strap_sample_valid <= strap_sample_valid & ~PWDATA[0];
      if (PWDATA[0]) strap_done <= 1'b0;
    end
  end
  always @(posedge PCLK or negedge PRESETn) begin
    if (!PRESETn)      r_ifg <= 32'd0;
    else if (write_en && PADDR == ADDR_IFG)
                       r_ifg <= r_ifg & ~PWDATA;    
    else               r_ifg <= (r_ifg |
                           (((~r_in_d & gpio_in_filtered) & r_edge)
                          | ((r_in_d & ~gpio_in_filtered) & ~r_edge)))
                         & r_ie;     
  end
  always @(posedge PCLK or negedge PRESETn) begin
    if (!PRESETn) begin
      r_ie          <= 32'd0;
      r_edge        <= 32'd0;
      r_filt_en     <= 32'd0;
      r_filt_thresh <= {32{4'd4}};  
    end else if (write_en) begin
      case (PADDR)
        ADDR_IE:       r_ie          <= PWDATA;
        ADDR_EDGE:     r_edge        <= PWDATA;
        ADDR_FILT_EN:  r_filt_en     <= PWDATA;
        ADDR_FILT_TH0: r_filt_thresh[ 31:  0] <= PWDATA;
        ADDR_FILT_TH1: r_filt_thresh[ 63: 32] <= PWDATA;
        ADDR_FILT_TH2: r_filt_thresh[ 95: 64] <= PWDATA;
        ADDR_FILT_TH3: r_filt_thresh[127: 96] <= PWDATA;
      endcase
    end
  end
  always @(posedge PCLK or negedge PRESETn) begin
    if (!PRESETn)      r_out <= 32'd0;
    else if (write_en) begin
      case (PADDR)
        ADDR_DIRECT_OUT:       r_out       <= PWDATA;                        
        ADDR_MASKED_OUT_LOWER: r_out[15:0] <= (PWDATA[31:16] & PWDATA[15:0])
                                           | (~PWDATA[31:16] & r_out[15:0]);  
        ADDR_MASKED_OUT_UPPER: r_out[31:16]<= (PWDATA[31:16] & PWDATA[15:0])
                                           | (~PWDATA[31:16] & r_out[31:16]);  
      endcase
    end
  end
  always @(posedge PCLK or negedge PRESETn) begin
    if (!PRESETn)      r_dir <= 32'd0;
    else if (write_en && PADDR == ADDR_DIR)
                       r_dir <= PWDATA;
  end
  always @(posedge PCLK or negedge PRESETn) begin
    if (!PRESETn) begin
      gpio_out <= 32'd0;
      gpio_dir <= 32'd0;
    end else begin
      gpio_out <= r_out;
      gpio_dir <= r_dir;
    end
  end
  assign irq = |(r_ie & r_ifg);
  always @(*) begin
    if (read_en) begin
      case (PADDR)
        ADDR_IN:               PRDATA = gpio_in_filtered;             
        ADDR_DIRECT_OUT:       PRDATA = r_out;
        ADDR_MASKED_OUT_LOWER,
        ADDR_MASKED_OUT_UPPER: PRDATA = r_out;
        ADDR_DIR:              PRDATA = r_dir;
        ADDR_IE:               PRDATA = r_ie;
        ADDR_EDGE:             PRDATA = r_edge;
        ADDR_IFG:              PRDATA = r_ifg;
        ADDR_STRAP_VALID:      PRDATA = {31'd0, strap_sample_valid};
        ADDR_STRAP_DATA:       PRDATA = strap_sample_data;
        ADDR_FILT_TH0:         PRDATA = r_filt_thresh[ 31:  0];
        ADDR_FILT_TH1:         PRDATA = r_filt_thresh[ 63: 32];
        ADDR_FILT_TH2:         PRDATA = r_filt_thresh[ 95: 64];
        ADDR_FILT_TH3:         PRDATA = r_filt_thresh[127: 96];
        default:               PRDATA = 32'd0;
      endcase
    end else begin
      PRDATA = 32'd0;  
    end
  end
endmodule
module gpio_apb_top (
    input         PCLK,                
    input         PRESETn,             
    input         stall,               
    input         err,                 
    input         PSEL,                
    input         PENABLE,             
    input         PWRITE,              
    input  [5:0]  PADDR,               
    input  [31:0] PWDATA,              
    output [31:0] PRDATA,              
    output        PREADY,              
    output        PSLVERR,             
    input         strap_en,            
    output        strap_sample_valid,  
    output [31:0] strap_sample_data,   
    output        irq,                 
    inout  [31:0] physical_pin         
);
  wire [31:0] gpio_in;
  wire [31:0] gpio_out;
  wire [31:0] gpio_dir;
  gpio_apb u_gpio_apb (
    .PCLK               (PCLK),
    .PRESETn            (PRESETn),
    .stall              (stall),
    .err                (err),
    .PSEL               (PSEL),
    .PENABLE            (PENABLE),
    .PWRITE             (PWRITE),
    .PADDR              (PADDR),
    .PWDATA             (PWDATA),
    .PRDATA             (PRDATA),
    .PREADY             (PREADY),
    .PSLVERR            (PSLVERR),
    .gpio_in            (gpio_in),
    .strap_en           (strap_en),
    .gpio_out           (gpio_out),
    .gpio_dir           (gpio_dir),
    .irq                (irq),
    .strap_sample_valid (strap_sample_valid),
    .strap_sample_data  (strap_sample_data)
  );
  genvar i;
  generate
    for (i = 0; i < 32; i = i + 1) begin : PADS
      assign physical_pin[i] = gpio_dir[i] ? gpio_out[i] : 1'bz;
      assign gpio_in[i]      = physical_pin[i];
    end
  endgenerate
endmodule
==> summary.txt <==
Notes on the flow outputs.

- The cell at the root of the clock tree reads sky130_fd_sc_hd__clkbuf_16.
- The stage at which the flow ended reads 4_1_cts.
- The share of flip-flops with an asynchronous set or reset after synthesis is 1.00.
- The x dimension of the die is approximately 300 um.
- The most instantiated flip-flop cell in the synthesis netlist reads sky130_fd_sc_hd__dfrtp_1.
- After clock tree synthesis, the flow added hold-fix buffers numbering 0.
- The cell count after synthesis is 3300.
- The count of buffers added by post-CTS timing repair for setup reads 0.
- The clock passes through at most 3 buffers.
- The first error in the log reads "[error] [KeplerFormal.cpp:679] Workflow failed: Iso has multiple drivers: .physical_pin0, physical_pin[0]$_DFF_PN0_.Q0".
- After synthesis the netlist holds a flip-flop and latch count of 677.
- The count of buffers added on input and output ports is roughly 110.
- The global placer's final weighted congestion reads 0.955.
- The cell count in the Yosys report is about 3300.
- The number of placed cells counting well taps is 4472.
- The number of warnings printed during yosys synthesis reads 4.
- The flow did not finish.
- The initial standard-cell utilization of the core reads 0.405.
- The I/O pin total reads 146.
- The post-synthesis sequential area ratio is 0.492.
- The floorplan row count is 107.
- The TritonCTS buffer count reads 78.
- The count of H-tree levels built during CTS reads 3.
- The distinct cell type count of the synthesized netlist is 67.
- The average cell area after synthesis reads ~10 sq um.
- The number of clock sinks seen by CTS reads 677.
- The detailed placer's ending HPWL reads 73700 um.
- The Yosys chip area is between 0.03 and 0.04 sq mm.
- The post-synthesis cell area reads 0.0345 sq mm.
- The number of gates resized after cts is 0.
- The number of synthesized flops with an enable pin is 0.
- From bottom edge to top edge, the die measures 296 um.
## cell families after synthesis
| group | after synthesis | share of synthesized area |
|---|---|---|
| XOR/XNOR | 99 | 0.0251 |
| buffers and inverters | 331 | 0.0380 |
| flip-flops | 677 | 0.492 |
| AND/OR/NAND/NOR | 874 | 0.116 |
| AND-OR/OR-AND | 871 | 0.172 |
| adder cells (fa/ha/maj) | 160 | 0.0580 |
| multiplexers | 288 | 0.0989 |
## synth_stat cells, types with 6 or more instances
cell type,number,share of area
sky130_fd_sc_hd__dfrtp_1,643,0.47
sky130_fd_sc_hd__nand2_1,295,0.032
sky130_fd_sc_hd__nor2_1,285,0.031
sky130_fd_sc_hd__o21ai_0,247,0.036
sky130_fd_sc_hd__inv_1,205,0.022
sky130_fd_sc_hd__mux2_2,174,0.057
sky130_fd_sc_hd__ha_1,160,0.058
sky130_fd_sc_hd__a21oi_1,144,0.021
sky130_fd_sc_hd__clkbuf_1,90,0.0098
sky130_fd_sc_hd__a221oi_1,88,0.022
sky130_fd_sc_hd__nor3_1,85,0.012
sky130_fd_sc_hd__a211oi_1,81,0.018
sky130_fd_sc_hd__xor2_1,80,0.020
sky130_fd_sc_hd__mux2_4,60,0.026
sky130_fd_sc_hd__nand3_1,57,0.0083
sky130_fd_sc_hd__mux2i_1,53,0.015
sky130_fd_sc_hd__nor2b_1,41,0.0074
sky130_fd_sc_hd__o2bb2ai_1,38,0.0096
sky130_fd_sc_hd__a222oi_1,37,0.011
sky130_fd_sc_hd__dfstp_2,34,0.026
sky130_fd_sc_hd__a22oi_1,33,0.0072
sky130_fd_sc_hd__a31oi_1,32,0.0058
sky130_fd_sc_hd__a22o_1,31,0.0079
sky130_fd_sc_hd__nand2b_1,23,0.0042
sky130_fd_sc_hd__a21o_1,20,0.0044
sky130_fd_sc_hd__a41oi_1,20,0.0051
sky130_fd_sc_hd__o2111ai_1,20,0.0051
sky130_fd_sc_hd__a2bb2oi_1,19,0.0048
sky130_fd_sc_hd__nand4b_1,19,0.0048
sky130_fd_sc_hd__nor3b_1,19,0.0041
sky130_fd_sc_hd__or4b_2,19,0.0055
sky130_fd_sc_hd__xnor2_1,19,0.0048
sky130_fd_sc_hd__buf_2,18,0.0026
sky130_fd_sc_hd__o221ai_1,17,0.0043
sky130_fd_sc_hd__buf_1,12,0.0013
sky130_fd_sc_hd__o21ai_1,11,0.0016
sky130_fd_sc_hd__buf_6,6,0.0020
sky130_fd_sc_hd__nor4_1,6,0.0011
## stage by stage
| step | hold WS (ns) | worst slack (ns) | area (sq um) |
|---|---|---|---|
| after detailed placement | 0.335 | 2.10 | 37000 |
| after global placement | 0.332 | 2.15 | 37000 |
| after floorplan | 0.331 | 4.31 | 34500 |
